### /design/flow/constraint.sdc
current_design Regsiter_File

set clk_period 21.7
set clk_io_pct 0.2

create_clock -name clk0 -period $clk_period [get_ports {clk}]

set non_clock_inputs [all_inputs -no_clocks]
set_input_delay [expr $clk_period * $clk_io_pct] -clock clk0 $non_clock_inputs
set_output_delay [expr $clk_period * $clk_io_pct] -clock clk0 [all_outputs]
### /design/flow/design.v
module Regsiter_File(clk,rst,regWrite, rs1,rs2, wr, WD, RD1,RD2, RDd);
    input clk,rst,regWrite;
    input [4:0]rs1,rs2,wr;
    input [31:0]WD;
    output [31:0]RD1,RD2,RDd;
    reg [31:0] Register [31:0];
    always @ (posedge clk)
    begin
        if(regWrite)
            Register[wr] <= WD;
    end
    assign RD1 = (rst) ? 32'd0 : Register[rs1];
    assign RD2 = (rst) ? 32'd0 : Register[rs2];
    assign RDd = (rst) ? 32'd0 : Register[wr];
    initial begin
        Register[0] = 32'd5;
        Register[1] = 32'd6;	
		Register[2] = 32'd10;
    end
endmodule
### /design/flow/config.mk
export PLATFORM = sky130hd
export DESIGN_NAME = Regsiter_File
export DESIGN_NICKNAME = Regsiter_File
export VERILOG_FILES = /design/flow/design.v
export SDC_FILE = /design/flow/constraint.sdc
export NUM_CORES = 4
export LEC_CHECK = 1
export CORE_UTILIZATION = 50
### /design/flow/run.sh
#!/bin/bash
# OpenROAD 26Q1-2900-gdf79404cd8, Yosys 0.63+post, stock flow scripts
make -C /OpenROAD-flow-scripts/flow DESIGN_CONFIG=/design/flow/config.mk WORK_HOME=/design/flow/orfs finish
==> flow_summary.json <==
{
  "route.vias.total": 34800,
  "clkSinkCount": 1024,
  "timing.critical_path.required_ps": 17360,
  "grt_setup_unrepaired": "false",
  "cts_hold_buf": 0,
  "area_growth_pct": 12.4,
  "num_io_pins": 146,
  "post-cts-setup-buffer-count": 0,
  "cts_made_buffers": 114,
  "worst_setup_path_end_kind": "primary output",
  "crit_arrival_ps": 8570,
  "preCtsSetupSlack_ps": 9200,
  "clkSlewWorstSetupHoldPaths_ps": 60,
  "drt_iter0_drc": 2711,
  "power.combinational.fraction_pct": 11.7,
  "htree_levels": 3,
  "finalWeightedCongestion": 0.959,
  "port_buffers": 145,
  "tritoncts": "yes",
  "timing.setup.tns_ps": 0,
  "maxCapViolations": 0,
  "stage_log_warnings": 26,
  "mostFrequentLayoutCells": "sky130_fd_sc_hd__edfxtp_1, sky130_fd_sc_hd__mux4_2, sky130_fd_sc_hd__mux2i_1, sky130_fd_sc_hd__buf_4, sky130_fd_sc_hd__a22oi_1",
  "yosys-stat-area_um2": 55100,
  "timing.fmax_mhz": 77.5,
  "detail_route.wirelength.met1_mm": 57.9,
  "top_register": "Register",
  "cts.root.buffer_cell": "sky130_fd_sc_hd__clkbuf_16",
  "worst-slew-pin-transition_ps": 1180,
  "layout_top_cell_excl_fill_tap": "sky130_fd_sc_hd__edfxtp_1",
  "first_global_vias": 39100,
  "hold_wc_startpoint": "WD[22]",
  "cellLeakagePower_nw": 19.5,
  "synthesis.area_per_instance_um2": 19.4,
  "post_cts.resized_instances": 0,
  "routed_wire_length_per_instance_um": 44.3,
  "utilization_pct": 56.8,
  "run_status": "complete, no violations",
  "yosysTopAreaCellShare_pct": 55.8,
  "holdPathStages": 2,
  "pwr-share-clk_pct": 40.9,
  "ctsLongestPathBuffers": 3,
  "dr.max_layer_used": "met5",
  "globalRouteTotalUtil_pct": 41.5,
  "die-height_um": 334,
  "core_um2": 109000,
  "synth.largest_area_cell": "sky130_fd_sc_hd__edfxtp_1",
  "detail_route.first_pass.iterations": 5,
  "die_area_um2": 112000,
  "met3_length_mm": 46.2,
  "drc_violation_count_after_routing": 0,
  "detailed_place_hpwl_mm": 118,
  "largest_register_ffs": 1024,
  "final.period_utilization_pct": 59.5,
  "ant_nets": 0,
  "hold_end": "Register[8][22]",
  "placementRows": 121,
  "initial_utilization_pct": 50.5,
  "finalMaxSlewViolations": 0,
  "yosysWarnings": 1,
  "gr-total-overflow": 0,
  "cp_max_fo": 19,
  "worst-setup-path-type": "in -> out",
  "hold_wc_path_type": "in -> reg",
  "post_synthesis_cells": 2845,
  "post_drt_via_cell_ratio": 7.64,
  "reg_top3": "Register: 1024 flops",
  "grt_max_degree": 87,
  "worst_setup_path_start_kind": "primary input",
  "cellInternalPower_w": 0.00355,
  "power.density_cell_area_nw_per_um2": 75.6,
  "wire_length_of_the_first_global_routing_pass_mm": 285,
  "hold_viol": 0,
  "yosys.stat.seqShare_pct": 55.8,
  "routed_wl_mm": 202,
  "vdd.ir_drop.worst_mv": 0.0642,
  "power.switching_w": 0.00113,
  "ys_types": 39,
  "pwr-share-seq_pct": 47.3,
  "timing.max_slew.rel_slack_pct": 21.0,
  "die_x_um": 334,
  "yosys-stat-cells": 2845,
  "power.share.switching_pct": 24.2,
  "setup_viol_count_final": 0,
  "finalWorstPathRequiredPeriod_ps": 12910,
  "synth.area.top_cells": "sky130_fd_sc_hd__edfxtp_1, sky130_fd_sc_hd__mux4_2, sky130_fd_sc_hd__mux2i_1, sky130_fd_sc_hd__a22oi_1, sky130_fd_sc_hd__a221o_1",
  "grt_antenna_before_repair": 7,
  "netlist_area_before_placement_um2": 55100,
  "post_route_cells_drive_above_1_share_pct": 36.3,
  "synth_flops": 1024,
  "route.met2.wl_mm": 86.7,
  "final_worst_path_setup_slack_ps": 8790
}
[power by group through the flow]
stage / logic [W] / clock network [W] / registers [W]
after global routing: 0.000572 / 0.00201 / 0.00222
after CTS: 0.000538 / 0.00194 / 0.00222
final: 0.000550 / 0.00192 / 0.00222
[per-stage QoR]
stage | cells | power, W | cell area (um2) | hold WS [ps]
after global routing | 4550 | 0.00480 | 61900 | 4450
after floorplan | 2845 | 0.00257 | 55100 | 4440
after global placement | 4339 | 0.00279 | 58300 | 5160
after CTS | 4549 | 0.00469 | 61900 | 4420
final | 4554 | 0.00468 | 61900 | 4440
after detailed placement | 4339 | 0.00279 | 58300 | 5170
[how the worst max path moves through the flow]
stage / start / end / slack [ps] / cells past startpoint
after global routing: wr[2] / RDd[6] / 8860 / 8
final: wr[2] / RDd[6] / 8790 / 8
after CTS: wr[0] / RDd[13] / 9190 / 8
[area by class of cell]
class                      instances  area, um2
clock inverter                    73        617
inverter                           2       12.5
clock buffer                     137       3050
fill                            7849      47200
antenna                            5       12.5
sequential                      1024      30700
multi-input combinational       1528      22900
timing repair buffer             309       2740
tap                             1476       1850
[critical path, stage by stage]
cell and delay, ps:
sky130_fd_sc_hd__clkdlybuf4s50_1 930, sky130_fd_sc_hd__nand2_1 210, sky130_fd_sc_hd__nor2_4 120, sky130_fd_sc_hd__buf_4 430, sky130_fd_sc_hd__buf_4 670, sky130_fd_sc_hd__a22oi_1 220
sky130_fd_sc_hd__a41oi_1 960, sky130_fd_sc_hd__clkdlybuf4s50_1 640
[synthesized netlist by cell type]
cell type / instances
sky130_fd_sc_hd__a221o_1: 64
sky130_fd_sc_hd__a221oi_1: 47
sky130_fd_sc_hd__a221oi_2: 18
sky130_fd_sc_hd__a22o_1: 18
sky130_fd_sc_hd__a22oi_1: 156
sky130_fd_sc_hd__a31oi_1: 82
sky130_fd_sc_hd__a41oi_1: 14
sky130_fd_sc_hd__and2_1: 3
sky130_fd_sc_hd__and3_1: 1
sky130_fd_sc_hd__and3b_1: 1
sky130_fd_sc_hd__buf_1: 1
sky130_fd_sc_hd__buf_12: 4
sky130_fd_sc_hd__buf_2: 88
sky130_fd_sc_hd__buf_4: 78
sky130_fd_sc_hd__buf_6: 27
sky130_fd_sc_hd__buf_8: 2
sky130_fd_sc_hd__clkbuf_1: 89
sky130_fd_sc_hd__clkbuf_4: 2
sky130_fd_sc_hd__edfxtp_1: 1024
sky130_fd_sc_hd__inv_1: 2
sky130_fd_sc_hd__mux2i_1: 256
sky130_fd_sc_hd__mux4_2: 704
sky130_fd_sc_hd__nand2_1: 37
sky130_fd_sc_hd__nand3_1: 2
sky130_fd_sc_hd__nand3b_1: 3
sky130_fd_sc_hd__nor2_1: 41
sky130_fd_sc_hd__nor2_2: 2
sky130_fd_sc_hd__nor2b_1: 4
sky130_fd_sc_hd__nor2b_2: 1
sky130_fd_sc_hd__nor2b_4: 1
sky130_fd_sc_hd__nor3_2: 1
sky130_fd_sc_hd__nor3b_1: 1
sky130_fd_sc_hd__nor3b_2: 1
sky130_fd_sc_hd__o2111ai_1: 17
sky130_fd_sc_hd__o21ai_0: 32
sky130_fd_sc_hd__o21ai_1: 15
sky130_fd_sc_hd__or2_2: 2
sky130_fd_sc_hd__or3_1: 1
sky130_fd_sc_hd__or3b_2: 3
[kinds of logic (layout without fill, tap and decap cells)]
kind of cell	Yosys count	after routing	synth area share, %
flops	1024	1024	55.8
mux	960	960	33.4
compound gates	463	463	6.66
buf+inv	293	521	3.27
simple gates	105	105	0.896
other cells	0	5	0
[per-layer routing]
metal / track usage, % / up-vias
li1: - / 13200
met1: 47.4 / 17400
met2: 53.5 / 3536
met3: 40.5 / 636
met4: 14.0 / 55
met5: 11.7 / -
Power figures rest on the tool's default switching activity, not on a simulated workload.
